===== ./run.sh =====
#!/bin/bash
# OpenROAD 26Q1-2900-gdf79404cd8, Yosys 0.63+post, stock flow scripts
make -C /OpenROAD-flow-scripts/flow DESIGN_CONFIG=/design/flow/config.mk WORK_HOME=/design/flow/orfs finish

===== ./config.mk =====
export PLATFORM = sky130hd
export DESIGN_NAME = clock_divider
export DESIGN_NICKNAME = clock_divider
export VERILOG_FILES = /design/flow/design.v
export SDC_FILE = /design/flow/constraint.sdc
export NUM_CORES = 4
export LEC_CHECK = 1
export CORE_AREA = 10 10 101 101
export DIE_AREA = 0 0 111 111

===== ./constraint.sdc =====
current_design clock_divider

set clk_period 4.4
set clk_io_pct 0.2

create_clock -name clk0 -period $clk_period [get_ports {clk}]

set non_clock_inputs [all_inputs -no_clocks]
set_input_delay [expr $clk_period * $clk_io_pct] -clock clk0 $non_clock_inputs
set_output_delay [expr $clk_period * $clk_io_pct] -clock clk0 [all_outputs]

===== ./design.v =====
module clock_divider (clk, div_clk);     
	input  logic 		clk;
	output logic [31:0] div_clk = 0;
	always_ff @(posedge clk) begin
		div_clk <= div_clk + 1;
	end
endmodule

==> impl_metrics.prom <==
# HELP chip_impl_metric Implementation results
# TYPE chip_impl_metric gauge
chip_impl_metric{name="antenna_diode_count",unit=""} 0
chip_impl_metric{name="dr.first_iter.drc_count",unit=""} 9
chip_impl_metric{name="first_pass_grt_wire_length",unit="um"} 4840
chip_impl_metric{name="ys_cells",unit=""} 127
chip_impl_metric{name="rrSetupSlack",unit="ns"} 2.60
chip_impl_metric{name="dr.pass1.iters",unit=""} 4
chip_impl_metric{name="detail_route.drc_violations",unit=""} 0
chip_impl_metric{name="postRouteAntennaNets",unit=""} 0
chip_impl_metric{name="avgRoutedWirePerCell",unit="um"} 11.0
chip_impl_info{name="run_status",value="complete, no violations"} 1
chip_impl_metric{name="fp_util",unit="%"} 16.2
chip_impl_info{name="clock_tree.root_cell",value="clkbuf_8"} 1
chip_impl_metric{name="fin_setup_tns",unit="ns"} 0
chip_impl_metric{name="io-pin-count",unit=""} 33
chip_impl_metric{name="cts.sink_count",unit=""} 32
chip_impl_metric{name="power_frac_clock",unit="%"} 44.4
chip_impl_info{name="worst_setup_path_start_kind",value="flip-flop"} 1
chip_impl_metric{name="areal_power_density_over_the_cells",unit="nW/um^2"} 284
chip_impl_metric{name="worst-slew-pin-transition",unit="ns"} 0.576
chip_impl_metric{name="hold_buffers",unit=""} 0
chip_impl_metric{name="worstPathBufferInverterCount",unit=""} 1
chip_impl_metric{name="fin_worst_hold_slack",unit="ns"} 0.444
chip_impl_info{name="top_cells_by_count",value="32 x dfxtp_1, 20 x xor2_1, 10 x nand3_1, 10 x xnor2_1, 9 x nand2_1"} 1
chip_impl_metric{name="area_delta_synth_final",unit="%"} 39.2
chip_impl_metric{name="power.share.switching",unit="%"} 19.9
chip_impl_metric{name="min_period_over_period",unit="%"} 48.3
chip_impl_metric{name="cts-buffers-inserted",unit=""} 5
chip_impl_info{name="synth.top_cells.by_area",value="dfxtp_1 49%, xor2_1 13%, xnor2_1 6.6%"} 1
chip_impl_metric{name="cells_after_synth",unit=""} 127
chip_impl_metric{name="dieHeight",unit="um"} 111
chip_impl_metric{name="critPathArrivalTime",unit="ns"} 1.24
chip_impl_metric{name="place_congestion",unit=""} 0.716
chip_impl_metric{name="clock_insertion_delay_worst_skew",unit="ns"} 0.28
chip_impl_info{name="largestRegisters",value="div_clk x32"} 1
chip_impl_metric{name="syn_avg_cell_area",unit="um^2"} 10.4
chip_impl_metric{name="log.warning_count",unit=""} 25
chip_impl_metric{name="internal-power",unit="mW"} 0.417
chip_impl_metric{name="number_of_antenna_violations_at_the_first_check_in_global_routing",unit=""} 0
chip_impl_metric{name="synthDistinctLibCells",unit=""} 24
chip_impl_metric{name="max-vdd-ir-drop",unit="mV"} 0.109
chip_impl_info{name="yosys.area.top_type",value="dfxtp_1"} 1
chip_impl_metric{name="synth.cell_area",unit="um^2"} 1320
chip_impl_metric{name="clock.fmax",unit="MHz"} 471
chip_impl_info{name="worstSetupEndpointType",value="primary output"} 1
chip_impl_info{name="worstPathCellList",value="clkdlybuf4s50_1"} 1
chip_impl_metric{name="timing.clock.skew",unit="ns"} 0.00557
chip_impl_info{name="critPathTopFamily",value="buffers and inverters"} 1
chip_impl_info{name="tritoncts",value="done"} 1
chip_impl_metric{name="p_switching",unit="mW"} 0.104
chip_impl_metric{name="drv_slew",unit=""} 0
chip_impl_metric{name="num_vias",unit=""} 964
chip_impl_metric{name="synthArstFlopShare",unit="%"} 0
chip_impl_metric{name="cap_violations",unit=""} 0
chip_impl_metric{name="detailedPlace.worstSlack",unit="ns"} 2.58
chip_impl_metric{name="cts_buffer_depth",unit=""} 2
chip_impl_metric{name="post-cts-setup-buffer-count",unit=""} 0
chip_impl_metric{name="yosys-stat-area",unit="um^2"} 1320
chip_impl_metric{name="finalSetupViolations",unit=""} 0
chip_impl_metric{name="top_cell_area_share",unit="%"} 48.6
chip_impl_metric{name="p_leak",unit="nW"} 0.704
chip_impl_metric{name="cp_slowest_stage_delay",unit="ns"} 0.53
chip_impl_info{name="timing_worst_setup_path_type",value="flip-flop to primary output"} 1
chip_impl_metric{name="design.die.area",unit="um^2"} 12300
chip_impl_metric{name="overflow",unit=""} 0
chip_impl_metric{name="hold_viol_final",unit=""} 0
chip_impl_metric{name="totalWireLength",unit="um"} 2950
chip_impl_metric{name="port_buffer_count",unit=""} 32
chip_impl_metric{name="yosys_register_bits",unit=""} 32
chip_impl_metric{name="via_count_of_the_first_global_routing_pass",unit=""} 942
chip_impl_metric{name="setup_ws",unit="ns"} 2.28
chip_impl_metric{name="gr-usage-all-layers",unit="%"} 4.69
chip_impl_metric{name="postCtsResizedCells",unit=""} 0
chip_impl_metric{name="route.detailed.vias_per_inst",unit=""} 3.60
chip_impl_metric{name="relSlewSlack",unit="%"} 61.5
chip_impl_metric{name="critical_path_peak_fanout",unit=""} 6
chip_impl_metric{name="dp.final_hpwl",unit="um"} 2240
chip_impl_metric{name="critical_path_required",unit="ns"} 3.52
chip_impl_metric{name="placeableCoreArea",unit="um^2"} 8130
chip_impl_metric{name="row_count",unit=""} 33
chip_impl_metric{name="shortest_clock_period_the_worst_path_allows_after_layout",unit="ns"} 2.13
chip_impl_metric{name="cts.htree.levels",unit=""} 2
chip_impl_metric{name="largest_register_ffs",unit=""} 32
chip_impl_metric{name="synth-edff-count",unit=""} 0
chip_impl_metric{name="drive_gt1_share",unit="%"} 9.82
chip_impl_info{name="timing.critical_path.slowest_stage_cell",value="clkdlybuf4s50_1"} 1
chip_impl_metric{name="synth_warn",unit=""} 1
chip_impl_metric{name="path_clk_slew",unit="ns"} 0.07
chip_impl_metric{name="power_frac_seq",unit="%"} 55.6
chip_impl_info{name="register_name_with_the_most_flops",value="div_clk"} 1
chip_impl_info{name="flop_cell",value="dfxtp_1"} 1
chip_impl_info{name="most_common_cell",value="dfxtp_1"} 1
chip_impl_metric{name="grt_start_max_net_pins",unit=""} 12
chip_impl_metric{name="seq_area_frac_synth",unit="%"} 48.6
chip_impl_metric{name="combinationalPowerShare",unit="%"} 0
chip_impl_metric{name="die_width",unit="um"} 111
chip_impl_info{name="hold_class",value="flip-flop to flip-flop"} 1
chip_impl_info{name="unrepaired_setup_endpoints_after_global_routing",value="no"} 1
-- metrics by stage --
stage,power [mW],util [%],cell area (um^2),instances
3_5_place_dp,0.296,21.5,1750,260
3_3_place_gp,0.296,21.5,1750,260
2_1_floorplan,0.296,-,1320,127
5_1_grt,0.543,22.6,1840,268
6_report,0.521,22.6,1840,268
4_1_cts,0.531,22.6,1840,268
-- power groups by stage --
stage | Clock (mW) | Combinational, mW | Sequential [mW]
after CTS | 0.242 | 0.000000401 | 0.289
after global routing | 0.253 | 0.000000401 | 0.289
final | 0.231 | 0.000000401 | 0.290
-- final timing paths --
check             start     endpoint  cells past startpoint
max          div_clk[2]   div_clk[2]                      1
min          div_clk[0]   div_clk[0]                      1
max reg2reg  div_clk[0]  div_clk[28]                      5
min reg2reg  div_clk[0]   div_clk[0]                      1
-- logic make-up after synthesis --
logic type,share of synthesized area [%]
xor gates and xnor gates,19.9
adders and majority gates,0.949
buffers and inverters,3.32
DFF,48.6
and+or+nand+nor,27.2
-- layout make-up --
| class | instances | area, um^2 |
|---|---|---|
| Tap cell | 105 | 131 |
| Sequential cell | 32 | 641 |
| Timing Repair Buffer | 32 | 320 |
| Multi-Input combinational cell | 86 | 634 |
| Clock buffer | 8 | 90.1 |
| Inverter | 5 | 18.8 |
| Fill cell | 855 | 6300 |
-- routing by layer --
| metal | GRT usage, % | part of all wire [%] | vias to the layer above |
|---|---|---|---|
| met5 | 0 | 0 | - |
| met4 | 0.694 | 1.2 | 0 |
| met3 | 2.57 | 10 | 7 |
| met2 | 6.80 | 40 | 28 |
| met1 | 6.10 | 49 | 423 |
| li1 | - | - | 506 |
-- layout by cell type (no fill, tap or decap), types with 3 or more instances in the layout --
master and instances:
and4_1 4, clkbuf_8 6, clkdlybuf4s50_1 32, dfxtp_1 32
inv_1 5, nand2_1 9, nand3_1 10, nand4_1 3
nor2_1 6, nor3_1 4, nor4_1 4, nor4_2 5
xnor2_1 10, xor2_1 20
Power is estimated from default activity; no workload was simulated.
